`./design.v`:
```
`timescale 1ns / 1ps
`default_nettype none
module lc4_divider(input  wire [15:0] i_dividend,
                   input  wire [15:0] i_divisor,
                   output wire [15:0] o_remainder,
                   output wire [15:0] o_quotient);
      wire [15:0] dividend1;
      wire [15:0] dividend2;
      wire [15:0] dividend3;
      wire [15:0] dividend4;
      wire [15:0] dividend5;
      wire [15:0] dividend6;
      wire [15:0] dividend7;
      wire [15:0] dividend8;
      wire [15:0] dividend9;
      wire [15:0] dividend10;
      wire [15:0] dividend11;
      wire [15:0] dividend12;
      wire [15:0] dividend13;
      wire [15:0] dividend14;
      wire [15:0] dividend15;
      wire [15:0] dividend16;
      wire [15:0] quotient1;
      wire [15:0] quotient2;
      wire [15:0] quotient3;
      wire [15:0] quotient4;
      wire [15:0] quotient5;
      wire [15:0] quotient6;
      wire [15:0] quotient7;
      wire [15:0] quotient8;
      wire [15:0] quotient9;
      wire [15:0] quotient10;
      wire [15:0] quotient11;
      wire [15:0] quotient12;
      wire [15:0] quotient13;
      wire [15:0] quotient14;
      wire [15:0] quotient15;
      wire [15:0] quotient16;
      wire [15:0] remainder1;
      wire [15:0] remainder2;
      wire [15:0] remainder3;
      wire [15:0] remainder4;
      wire [15:0] remainder5;
      wire [15:0] remainder6;
      wire [15:0] remainder7;
      wire [15:0] remainder8;
      wire [15:0] remainder9;
      wire [15:0] remainder10;
      wire [15:0] remainder11;
      wire [15:0] remainder12;
      wire [15:0] remainder13;
      wire [15:0] remainder14;
      wire [15:0] remainder15;
      wire [15:0] remainder16;
      lc4_divider_one_iter divider1(.i_dividend(i_dividend), .i_divisor(i_divisor), .i_remainder(1'b0), .i_quotient(1'b0),
                                    .o_dividend(dividend1), .o_remainder(remainder1), .o_quotient(quotient1));
      lc4_divider_one_iter divider2(.i_dividend(dividend1), .i_divisor(i_divisor), .i_remainder(remainder1), .i_quotient(quotient1),
                                    .o_dividend(dividend2), .o_remainder(remainder2), .o_quotient(quotient2));
      lc4_divider_one_iter divider3(.i_dividend(dividend2), .i_divisor(i_divisor), .i_remainder(remainder2), .i_quotient(quotient2),
                                    .o_dividend(dividend3), .o_remainder(remainder3), .o_quotient(quotient3));
      lc4_divider_one_iter divider4(.i_dividend(dividend3), .i_divisor(i_divisor), .i_remainder(remainder3), .i_quotient(quotient3),
                                    .o_dividend(dividend4), .o_remainder(remainder4), .o_quotient(quotient4));
      lc4_divider_one_iter divider5(.i_dividend(dividend4), .i_divisor(i_divisor), .i_remainder(remainder4), .i_quotient(quotient4),
                                    .o_dividend(dividend5), .o_remainder(remainder5), .o_quotient(quotient5));
      lc4_divider_one_iter divider6(.i_dividend(dividend5), .i_divisor(i_divisor), .i_remainder(remainder5), .i_quotient(quotient5),
                                    .o_dividend(dividend6), .o_remainder(remainder6), .o_quotient(quotient6));
      lc4_divider_one_iter divider7(.i_dividend(dividend6), .i_divisor(i_divisor), .i_remainder(remainder6), .i_quotient(quotient6),
                                    .o_dividend(dividend7), .o_remainder(remainder7), .o_quotient(quotient7));
      lc4_divider_one_iter divider8(.i_dividend(dividend7), .i_divisor(i_divisor), .i_remainder(remainder7), .i_quotient(quotient7),
                                    .o_dividend(dividend8), .o_remainder(remainder8), .o_quotient(quotient8));
      lc4_divider_one_iter divider9(.i_dividend(dividend8), .i_divisor(i_divisor), .i_remainder(remainder8), .i_quotient(quotient8),
                                    .o_dividend(dividend9), .o_remainder(remainder9), .o_quotient(quotient9));
      lc4_divider_one_iter divider10(.i_dividend(dividend9), .i_divisor(i_divisor), .i_remainder(remainder9), .i_quotient(quotient9),
                                    .o_dividend(dividend10), .o_remainder(remainder10), .o_quotient(quotient10));
      lc4_divider_one_iter divider11(.i_dividend(dividend10), .i_divisor(i_divisor), .i_remainder(remainder10), .i_quotient(quotient10),
                                    .o_dividend(dividend11), .o_remainder(remainder11), .o_quotient(quotient11));
      lc4_divider_one_iter divider12(.i_dividend(dividend11), .i_divisor(i_divisor), .i_remainder(remainder11), .i_quotient(quotient11),
                                    .o_dividend(dividend12), .o_remainder(remainder12), .o_quotient(quotient12));
      lc4_divider_one_iter divider13(.i_dividend(dividend12), .i_divisor(i_divisor), .i_remainder(remainder12), .i_quotient(quotient12),
                                    .o_dividend(dividend13), .o_remainder(remainder13), .o_quotient(quotient13));
      lc4_divider_one_iter divider14(.i_dividend(dividend13), .i_divisor(i_divisor), .i_remainder(remainder13), .i_quotient(quotient13),
                                    .o_dividend(dividend14), .o_remainder(remainder14), .o_quotient(quotient14));
      lc4_divider_one_iter divider15(.i_dividend(dividend14), .i_divisor(i_divisor), .i_remainder(remainder14), .i_quotient(quotient14),
                                    .o_dividend(dividend15), .o_remainder(remainder15), .o_quotient(quotient15));
      lc4_divider_one_iter divider16(.i_dividend(dividend15), .i_divisor(i_divisor), .i_remainder(remainder15), .i_quotient(quotient15),
                                    .o_dividend(dividend16), .o_remainder(remainder16), .o_quotient(quotient16));
      assign o_remainder = (i_divisor == 0) ? 1'b0 : remainder16;
      assign o_quotient = (i_divisor == 0) ? 1'b0 : quotient16;
endmodule  
module lc4_divider_one_iter(input  wire [15:0] i_dividend,
                            input  wire [15:0] i_divisor,
                            input  wire [15:0] i_remainder,
                            input  wire [15:0] i_quotient,
                            output wire [15:0] o_dividend,
                            output wire [15:0] o_remainder,
                            output wire [15:0] o_quotient);
      wire [15:0] remainder_new;
      wire [15:0] remainderMinusDiv; 
      wire Sel;
      assign remainder_new = (i_remainder << 1) | ((i_dividend >> 4'd15) & 1);
      assign remainderMinusDiv = remainder_new - i_divisor;
      assign Sel = (remainder_new < i_divisor) ? 1'b1 : 1'b0;
      assign o_dividend = i_dividend << 1'b1;
      assign o_remainder = Sel ? remainder_new : remainderMinusDiv;
      assign o_quotient = Sel ? (i_quotient << 1'b1) : ((i_quotient << 1'b1) | 1'b1);
endmodule
module two_to_one_mux(input wire S,
                      input wire [15:0] A,
                      input wire [15:0] B,
                      output wire [15:0] Out);
      assign Out = S ? B : A;
endmodule
```
`./run.sh`:
```
#!/bin/bash
# OpenROAD 26Q1-2900-gdf79404cd8, Yosys 0.63+post, stock flow scripts
make -C /OpenROAD-flow-scripts/flow DESIGN_CONFIG=/design/flow/config.mk WORK_HOME=/design/flow/orfs finish
```
`./config.mk`:
```
export PLATFORM = sky130hd
export DESIGN_NAME = lc4_divider
export DESIGN_NICKNAME = lc4_divider
export VERILOG_FILES = /design/flow/design.v
export SDC_FILE = /design/flow/constraint.sdc
export NUM_CORES = 4
export LEC_CHECK = 1
export CORE_UTILIZATION = 40
```
`./constraint.sdc`:
```
current_design lc4_divider

set clk_period 108.0
set clk_io_pct 0.2

create_clock -name clk0 -period $clk_period

set non_clock_inputs [all_inputs -no_clocks]
set_input_delay [expr $clk_period * $clk_io_pct] -clock clk0 $non_clock_inputs
set_output_delay [expr $clk_period * $clk_io_pct] -clock clk0 [all_outputs]
```
==> ci_impl_report.md <==
### Flow metrics

| Metric | Value |
|---|---|
| Mapped Cells | `1,974` |
| Max_slew headroom | `37.3%` |
| Mean Syn Cell Area | `slightly below 7 um^2` |
| Met2 wire length | `about 19,000 um` |
| Critical path type | `primary input to output port` |
| Site row count | `between 60 and 70` |
| Cell mode on critical path | `ha_1` |
| Slowest CP cell | `a211oi_1` |
| Io pins | `64` |
| CP Max Fanout | `28` |
| Mapped Area | `0.0135 mm^2` |
| CTS Hold Bufs | `0` |
| Vias | `14,723` |
| Max cap viols | `0` |
| Met3 wire len | `2790 um` |
| Final worst path period share | `75.4%` |
| GRT Overall Usage | `26.5%` |
| Post-CTS Resized | `0` |
| Reg area | `0 um^2` |
| Final setup margin | `26.54 ns` |
| Final count of hold timing violations | `0` |
| RSZ-0062 raised after global routing | `false` |
| Most frequent cells in the layout | `ha_1 (241), nor2_1 (195), nand2_1 (178)` |
| Starting density of the core | `40.5%` |
| Die Y | `~190 um` |
| Layout cells sized above 1 | `5.62%` |
| Final Instance Count excl. Fillers | `around 2,500` |
| Fmax | `0.0123 GHz` |
| Setup bufs post-CTS | `0` |
| Startpoint Class | `primary input` |
| CP Depth | `133` |
| Warning total across the stage logs | `32` |
| Drt total wl | `45,400 um` |
| Top delay family on crit path | `AND-OR/OR-AND gates` |
| HPWL Detailed | `between 30,000 and 40,000 um` |
| Placed Instances | `2,476` |
| Vias in the first global route | `between 10,000 and 15,000` |
| Crit path DAT | `59.86 ns` |
| Port Buffers | `~64` |
| # Cells Yosys | `1,974` |
| Drt wl/cell | `around 18 um` |
| Post-Place Cell Area | `0.0149 mm^2` |
| Post-place setup slack | `27.19 ns` |
| Post-route DRC violation count | `0` |
| Minimum clock period | `between 80 and 90 ns` |
| Worst Hold Class | `primary input to output port` |
| Pre-antenna DRT Iters | `5` |
| First-pass GRT wire length | `71,100 um` |
| Final design area excluding fillers | `0.0149 mm^2` |
| WP data required | `86.40 ns` |
| Sequential area share after synthesis | `0%` |
| Largest net degree at the start of global routing | `31` |
| Yosys synthesis chip area | `about 0.014 mm^2` |
| Hold Path Cell Cnt | `4` |
| Hold WS | `about 44 ns` |
| Area Overhead vs Synth | `9.64%` |
| Final setup TNS | `0 ns` |
| M1 WL | `22,800 um` |
| CLK BUF | `0` |
| Actual slew at the worst max-slew pin | `0.940 ns` |
| DR top layer | `met4` |
| Yosys Warn Count | `0` |
| Crit path largest cell delay | `just under 0.7 ns` |
| Routed vias/inst | `5.95` |
| Post-route ant nets | `0` |
| Slew Viols, Final | `0` |
| Drt first-iter violations | `roughly 910` |
| Initial antenna violation count | `0` |
| Critical path buffers and inverters | `11` |
| Diodes inserted | `0` |
| Critical Path Sink Type | `output port` |
| Core Area | `0.0334 mm^2` |
| Top logic cell by instance count in the layout | `ha_1` |
| Synth unique cells | `roughly 84` |
| Chip area | `0.0346 mm^2` |
| GPL Wtd Cong | `about 0.98` |
| Final core utilization | `44.4%` |
| Status | `completed` |
| GRT overflow | `0` |
| Overall die width | `186 um` |
| Flip-flops | `0` |
| Final setup vio count | `0` |
## Yosys cell counts, drive strengths merged (13+ instances only)
master	n	area (um^2)
and2	18	113
o31ai	25	188
nand2	178	668
and3	20	130
a21o	76	571
nor3	50	250
nand2b	20	125
o21ai	136	684
nor2b	24	150
o21a	49	368
a21oi	167	836
nand3	42	215
a31oi	41	263
fa	15	300
clkbuf	44	165
or2	18	113
a211oi	32	240
xor2	69	604
nor2	195	732
xnor2	93	815
o21bai	24	180
o211ai	19	148
nor4	16	100
a31o	13	114
or3	24	150
mux2	31	349
inv	118	443
ha	241	3020
mux2i	20	200
## area by class of cell
class	instances	area [um^2]
Inverter	118	443
Fill cell	3441	18600
Tap cell	448	561
Timing Repair Buffer	97	888
Multi-Input combinational cell	1813	13000
## layer usage
metal	track usage [%]	vias up
met1	40.2	6819
li1	-	7460
met2	40.1	402
met3	3.83	42
met5	0	-
met4	4.16	0
## cells by family after synthesis
logic type | share of synthesized area, %
xor+xnor | 10.5
buf+inv | 4.65
fa+ha+maj | 24.5
compound gates | 33.7
mux | 4.06
other cells | 0.0277
simple gates | 22.6
## final timing paths
| kind | from | to | slack, ns |
|---|---|---|---|
| setup / recovery | i_divisor[15] | o_remainder[9] | 26.54 |
| hold / removal | i_dividend[0] | o_remainder[0] | 44.19 |
