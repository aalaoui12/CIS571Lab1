`./design.v`:
```
`timescale 1ns / 1ps
`default_nettype none
module lc4_regfile #(parameter n = 16)
   (input  wire         clk,
    input  wire         gwe,
    input  wire         rst,
    input  wire [  2:0] i_rs,       
    output wire [n-1:0] o_rs_data,  
    input  wire [  2:0] i_rt,       
    output wire [n-1:0] o_rt_data,  
    input  wire [  2:0] i_rd,       
    input  wire [n-1:0] i_wdata,    
    input  wire         i_rd_we     
    );
    wire [n-1:0] r0v, r1v, r2v, r3v, r4v, r5v, r6v, r7v;
    Nbit_reg #(n) r0 (.in(i_wdata), .out(r0v), .clk(clk), .we(i_rd == 3'd0 & i_rd_we), .gwe(gwe), .rst(rst));
    Nbit_reg #(n) r1 (.in(i_wdata), .out(r1v), .clk(clk), .we(i_rd == 3'd1 & i_rd_we), .gwe(gwe), .rst(rst));
    Nbit_reg #(n) r2 (.in(i_wdata), .out(r2v), .clk(clk), .we(i_rd == 3'd2 & i_rd_we), .gwe(gwe), .rst(rst));
    Nbit_reg #(n) r3 (.in(i_wdata), .out(r3v), .clk(clk), .we(i_rd == 3'd3 & i_rd_we), .gwe(gwe), .rst(rst));
    Nbit_reg #(n) r4 (.in(i_wdata), .out(r4v), .clk(clk), .we(i_rd == 3'd4 & i_rd_we), .gwe(gwe), .rst(rst));
    Nbit_reg #(n) r5 (.in(i_wdata), .out(r5v), .clk(clk), .we(i_rd == 3'd5 & i_rd_we), .gwe(gwe), .rst(rst));
    Nbit_reg #(n) r6 (.in(i_wdata), .out(r6v), .clk(clk), .we(i_rd == 3'd6 & i_rd_we), .gwe(gwe), .rst(rst));
    Nbit_reg #(n) r7 (.in(i_wdata), .out(r7v), .clk(clk), .we(i_rd == 3'd7 & i_rd_we), .gwe(gwe), .rst(rst));
    Nbit_mux8to1 #(n) mux1 (.S(i_rs), .r0(r0v), .r1(r1v), .r2(r2v), .r3(r3v), .r4(r4v), .r5(r5v), .r6(r6v), .r7(r7v), .Out(o_rs_data));
    Nbit_mux8to1 #(n) mux2 (.S(i_rt), .r0(r0v), .r1(r1v), .r2(r2v), .r3(r3v), .r4(r4v), .r5(r5v), .r6(r6v), .r7(r7v), .Out(o_rt_data));
endmodule
module Nbit_mux8to1 #(parameter n=16)
    (input wire [2:0] S,
    input wire [n-1:0] r0,
    input wire [n-1:0] r1,
    input wire [n-1:0] r2,
    input wire [n-1:0] r3,
    input wire [n-1:0] r4,
    input wire [n-1:0] r5,
    input wire [n-1:0] r6,
    input wire [n-1:0] r7,
    output wire [n-1:0] Out
    );
    assign Out = (S == 3'b000) ? r0 :
                 (S == 3'b001) ? r1 :
                 (S == 3'b010) ? r2 :
                 (S == 3'b011) ? r3 :
                 (S == 3'b100) ? r4 :
                 (S == 3'b101) ? r5 :
                 (S == 3'b110) ? r6 : r7;
endmodule       
```
`./config.mk`:
```
export PLATFORM = sky130hd
export DESIGN_NAME = Nbit_mux8to1
export DESIGN_NICKNAME = Nbit_mux8to1
export VERILOG_FILES = /design/flow/design.v
export SDC_FILE = /design/flow/constraint.sdc
export NUM_CORES = 4
export LEC_CHECK = 1
export CORE_AREA = 10 10 89 89
export DIE_AREA = 0 0 99 99
```
`./constraint.sdc`:
```
current_design Nbit_mux8to1

set clk_period 5.9
set clk_io_pct 0.2

create_clock -name clk0 -period $clk_period

set non_clock_inputs [all_inputs -no_clocks]
set_input_delay [expr $clk_period * $clk_io_pct] -clock clk0 $non_clock_inputs
set_output_delay [expr $clk_period * $clk_io_pct] -clock clk0 [all_outputs]
```
`./run.sh`:
```
#!/bin/bash
# OpenROAD 26Q1-2900-gdf79404cd8, Yosys 0.63+post, stock flow scripts
make -C /OpenROAD-flow-scripts/flow DESIGN_CONFIG=/design/flow/config.mk WORK_HOME=/design/flow/orfs finish
```
==> out/metrics.yaml <==
yosys:
  synth_cells: 117
  post-synth-top-count-cell: "mux2_2"
  common_cells: "mux2_2 (17), nor2_1 (12), nand2_1 (10)"
  avgSynthCellArea_um2: 9.31
  yosys.area.top_type: "mux4_1"
  mux_share: 0.544
  synth_seq_share: 0
  synth_chip_area_um2: 1090
  top_logic_kind: "multiplexers"
  synthTopCellsByArea: "mux4_1 (22%), mux2_2 (18%), mux4_2 (12%)"
  yosysWarningCount: 0
  top_area_frac: 0.217
  ys_sh_adder: 0
  synthDistinctLibCells: 29
  ys_cells: 117
  aoi_share: 0.259
  synthesis.area_um2: 1090
  xor_area_frac: 0
  yosys.area_share.simple: 0.109
critical_path:
  crit_path_end_kind: "primary output"
  required_ns: 4.72
  critPathMaxFanout: 20
  critPathLaunchType: "input port"
  critical_path_arrival_ns: 3.47
  crit_type: "input port to primary output"
sta:
  fmax_mhz: 215
  slew_violations: 0
  hold_viol: 0
  rsz0062_at_grt: "false"
  min_period_ns: 4.65
  slew_headroom: 0.542
  setup_viol: 0
  tightest_slew_ns: 0.685
  setup_slack_ns: 1.25
  fin_crit_sh: 0.789
  setup_tns_ns: 0
global_route:
  grt_antenna_before_repair: 0
  grt_pass1_vias: 1779
  grt_usage: 0.109
  overflow: 0
  grt_max_degree: 30
  grt_pass1_wl_mm: 8.71
floorplan:
  io_pins: 147
  fp_util: 0.182
  num_rows: 28
  die_x_um: 99
  fp.coreArea_um2: 5990
  die_h_um: 99
  dieArea_um2: 9800
pwr:
  leakagePower_uw: 0.000962
  power_density_nw_per_um2: 70.3
  peakVddDrop_mv: 0.0359
drt:
  met2_length_mm: 2.79
  drc_errors: 0
  drt-pass1-iter-count: 4
  wl_per_cell_um: 17.6
  wl_met3_um: 723
  avgViaCountPerCell: 4.67
  diodes: 0
  wl_mm: 5.80
  top_layer: "met3"
  num_vias: 1540
  m1WireLength_mm: 2.28
  drtIter0Drc: 34
  ant_nets: 0
clock_tree:
  cts_resized: 0
  cts_setup_buffers: 0
  postCtsHoldBufs: 0
run:
  warnings: 32
  maxCapViolCount: 0
placement:
  dp_hpwl_mm: 5.13
  pre_cts_ws_ns: 1.21
  io_buffer_count: 147
  gp_congestion: 0.857
worst_hold_path:
  hold-path-cell-count: 4
  hold_path.class: "input port to primary output"
final_layout:
  flops: 0
  nClkBuffers: 0
  seq_area_um2: 0
  syn2layout_area_growth_pct: 138
  drive_gt1_frac: 0.114
outcome:
  outcome: "finished, final reports clean"
==> worst max-delay path, cell delays in order <==
cell	delay, ns
clkdlybuf4s50_1	0.87
buf_4	0.38
mux4_2	0.35
mux2_2	0.27
clkdlybuf4s50_1	0.41
==> cell type report <==
cell class         instances  area, µm²
inverters                  2       7.51
repair buffers           151       1500
multi-input cells        102        995
well taps                 75       93.8
fillers                  585       3400
==> layout by cell type, fill, tap and decap left out, types with 4 or more instances in the layout <==
master	Yosys	layout
clkdlybuf4s50_1	0	146
mux2_2	17	17
nor2_1	12	12
nand2_1	10	10
mux4_1	9	9
a31oi_1	8	8
mux4_2	6	6
o22ai_1	6	6
a21o_1	4	4
o221ai_1	4	4
buf_4	3	4
==> kinds of logic (layout without fill, tap and decap cells) <==
kind of cell,Yosys count,in the layout
AND-OR/OR-AND,39,39
AND/OR/NAND/NOR,28,28
buffers and inverters,15,153
multiplexers,35,35
==> per-layer routing <==
metal / GRT usage / up-vias
met5: 0 / -
met4: 0 / 0
met3: 0.0550 / 0
met2: 0.193 / 81
met1: 0.120 / 690
li1: - / 769
==> power by group <==
group | total (µW) | internal (µW) | switching, µW
clock network | 0 | 0 | 0
logic | 182 | 136 | 46.0
registers | 0 | 0 | 0
total | 182 | 136 | 46.0
==> final timing paths <==
| kind | start | endpoint |
|---|---|---|
| max | S[1] | Out[13] |
| min | r5[0] | Out[0] |
==> through the flow <==
stage	cell area (µm²)	power (µW)	cells	util	hold WS, ns
after floorplan	1090	64.5	117	-	2.44
after global placement	2590	184	330	0.433	3.30
after detailed placement	2590	185	330	0.433	3.30
after CTS	2590	186	330	0.433	3.30
after global routing	2590	198	330	0.433	3.32
final	2590	182	330	0.433	3.29
Power and IR drop assume default switching activity.
